File: design.v
module async_receiver(clk, RxD, RxD_data_ready, RxD_data, RxD_endofpacket, RxD_idle);
input clk, RxD;
output RxD_data_ready;   
output [7:0] RxD_data;
parameter ClkFrequency = 20000000;  
parameter Baud = 38400;
output RxD_endofpacket;   
output RxD_idle;   
parameter Baud8 = Baud*8;
parameter Baud8GeneratorAccWidth = 16;
wire [Baud8GeneratorAccWidth:0] Baud8GeneratorInc = ((Baud8<<(Baud8GeneratorAccWidth-7))+(ClkFrequency>>8))/(ClkFrequency>>7);
reg [Baud8GeneratorAccWidth:0] Baud8GeneratorAcc;
always @(posedge clk) Baud8GeneratorAcc <= Baud8GeneratorAcc[Baud8GeneratorAccWidth-1:0] + Baud8GeneratorInc;
wire Baud8Tick = Baud8GeneratorAcc[Baud8GeneratorAccWidth];
reg [1:0] RxD_sync_inv;
always @(posedge clk) if(Baud8Tick) RxD_sync_inv <= {RxD_sync_inv[0], ~RxD};
reg [1:0] RxD_cnt_inv;
reg RxD_bit_inv;
always @(posedge clk)
if(Baud8Tick)
begin
	if( RxD_sync_inv[1] && RxD_cnt_inv!=2'b11) RxD_cnt_inv <= RxD_cnt_inv + 2'h1;
	else 
	if(~RxD_sync_inv[1] && RxD_cnt_inv!=2'b00) RxD_cnt_inv <= RxD_cnt_inv - 2'h1;
	if(RxD_cnt_inv==2'b00) RxD_bit_inv <= 1'b0;
	else
	if(RxD_cnt_inv==2'b11) RxD_bit_inv <= 1'b1;
end
reg [3:0] state;
reg [3:0] bit_spacing;
wire next_bit = (bit_spacing==4'd10);
always @(posedge clk)
if(state==0)
	bit_spacing <= 4'b0000;
else
if(Baud8Tick)
	bit_spacing <= {bit_spacing[2:0] + 4'b0001} | {bit_spacing[3], 3'b000};
always @(posedge clk)
if(Baud8Tick)
case(state)
	4'b0000: if(RxD_bit_inv) state <= 4'b1000;   
	4'b1000: if(next_bit) state <= 4'b1001;   
	4'b1001: if(next_bit) state <= 4'b1010;   
	4'b1010: if(next_bit) state <= 4'b1011;   
	4'b1011: if(next_bit) state <= 4'b1100;   
	4'b1100: if(next_bit) state <= 4'b1101;   
	4'b1101: if(next_bit) state <= 4'b1110;   
	4'b1110: if(next_bit) state <= 4'b1111;   
	4'b1111: if(next_bit) state <= 4'b0001;   
	4'b0001: if(next_bit) state <= 4'b0000;   
	default: state <= 4'b0000;
endcase
reg [7:0] RxD_data;
always @(posedge clk)
if(Baud8Tick && next_bit && state[3]) RxD_data <= {~RxD_bit_inv, RxD_data[7:1]};
reg RxD_data_ready;
always @(posedge clk)
begin
	RxD_data_ready <= (Baud8Tick && next_bit && state==4'b0001 && ~RxD_bit_inv);   
end
reg [4:0] gap_count;
always @(posedge clk) if (state!=0) gap_count<=5'h00; else if(Baud8Tick & ~gap_count[4]) gap_count <= gap_count + 5'h01;
assign RxD_idle = gap_count[4];
reg RxD_endofpacket; always @(posedge clk) RxD_endofpacket <= Baud8Tick & (gap_count==5'h0F);
endmodule
File: run.sh
#!/bin/bash
# OpenROAD 26Q1-2900-gdf79404cd8, Yosys 0.63+post, stock flow scripts
make -C /OpenROAD-flow-scripts/flow DESIGN_CONFIG=/design/flow/config.mk WORK_HOME=/design/flow/orfs finish
File: config.mk
export PLATFORM = sky130hd
export DESIGN_NAME = async_receiver
export DESIGN_NICKNAME = async_receiver
export VERILOG_FILES = /design/flow/design.v
export SDC_FILE = /design/flow/constraint.sdc
export NUM_CORES = 4
export LEC_CHECK = 1
export CORE_UTILIZATION = 30
File: constraint.sdc
current_design async_receiver

set clk_period 2.5
set clk_io_pct 0.2

create_clock -name clk0 -period $clk_period [get_ports {clk}]

set non_clock_inputs [all_inputs -no_clocks]
set_input_delay [expr $clk_period * $clk_io_pct] -clock clk0 $non_clock_inputs
set_output_delay [expr $clk_period * $clk_io_pct] -clock clk0 [all_outputs]
==> changes_impl.md <==
### Physical design

* # diodes at 0
* Min-Delay Endpoint: RxD_sync_inv[1]$_DFFE_PP_
* Initial antenna violation count at 0
* Layout cells sized above 1 at 0.115
* Vias/cell at ~4.4
* Crit path max-delay family: buffers and inverters
* 1st-pass router iterations at 3
* Worst slack at placement at 0.972 ns
* Peak supply drop at between 0.2 and 0.3 mV
* Post-Layout Cell Count at 258
* Worst Setup Path Type: flip-flop to output port
* Vias at 1,126
* Area share, top type at 0.297
* Clk latency late pin at around 0.29 ns
* RR Endpoint: RxD_data[3]$_DFFE_PP_
* Critical path depth at 1
* Post-route design area at between 0.002 and 0.0025 mm²
* Yosys chip area at about 0.0019 mm²
* DP Cell Count at 250
* Post-synth cell types at 42
* Pwr dens at 604 mW/mm²
* CTS max path bufs at 2
* Clock skew at ~0.0076 ns
* Vias in the first global route at between 1,000 and 1,500
* H-tree depth at 2
* Clock root buffer: clkbuf_8
* Fmax at 602 MHz
* Placed Area at 0.00210 mm²
* Unrepaired setup endpoints after global routing: false
* Min-delay src: RxD_sync_inv[0]$_DFFE_PP_
* CP startpoint kind: flip-flop
* GRT overflow at 0
* Post CTS Setup Buffer Count at 0
* Main synth FF type: dfxtp_1
* Sequential area share after synthesis at 0.567
* DR DRC count at 0
* Synthesized instance count at 164
* Worst hold path type: flip-flop to flip-flop
* Reg-to-reg slack, setup at roughly 0.97 ns
* Chip area at ~0.0066 mm²
* Worst-path cell chain: clkdlybuf4s50_1
* Crit Path Max Fanout at 5
* TritonCTS Sinks at 45
* FP Util at 0.315
* CTS clk-pin slew, worst paths at around 0.080 ns
* Worst Path Buf+Inv at 1
* CTS Hold Bufs at 0
* Worst EP required at 2.00 ns
* Reg2Reg Depth at 5
* WHS Path Cells at 0
* Setup_tns at 0 ns
* Measured slew at the worst slew-check pin at around 0.50 ns
* Final setup fails at 0
* Post-synth ARST share at 0
* Slew Limit Fails at 0
* GP Congestion at between 0.6 and 0.7
* Post-layout util at 0.372
* Log Warnings at 27
* Top cells by count: dfxtp_1 (28), edfxtp_1 (17), inv_1 (13), nor2_1 (13), nand2_1 (12)
* Total GRT Usage at 0.0872
* Crit path capture type: output port
* Post-Syn Area per Cell at 11.5 µm²
* Main area contributors: dfxtp_1 (30%), edfxtp_1 (27%), ha_1 (4.6%)
* Max-cap violations at 0
* Die Wd at 81.4 µm
* Core area at ~0.006 mm²
* DRT Wirelength at 2570 µm
* Critical Path Start: gap_count[4]$_SDFFE_PP0P_
* CTS Buf Count at 5
* I/O Pins at 13
* Min Clock Period, post-route at 1.66 ns
* Ys cells at between 150 and 200
* Crit-path max cell delay at between 0.4 and 0.5 ns
* Leak pwr at 0.845 nW
* Post-route ant nets at 0
* DIE HEIGHT at slightly above 80 µm
* Netlist Area Pre-Place at roughly 0.0019 mm²
* Area growth syn-to-layout at 18.1%
* R2R Path Start: bit_spacing[0]$_SDFFE_PN0P_
* DP HPWL at 1770 µm
* Largest net degree at the start of global routing at 17
* Wire length per cell after detailed routing at 9.98 µm
* EDFF count, synth at 17
* Global-route wire length before repair at 4450 µm
* CTS tree: done
* Final Hold Vio Count at 0
* Rows at 28
* CP Data Arrival Time at 1.16 ns
* 1st-iter DRT viols at about 74
* Synthesized registers at 45
* Slowest CP cell: clkdlybuf4s50_1
* IO Port Bufs at 12
* Post-CTS sizing at 0
* Period utilization at 0.665
* Most frequent cell after synthesis: dfxtp_1
* Slew Limit Headroom at 0.667
* Synth area leader: dfxtp_1
* Synth warnings at 1
* Status: complete, no violations
* Worst setup margin at 0.838 ns
placed cells by master, fill, tap and decap left out, types with 2 or more instances in the layout:
cell	synthesis	routed
edfxtp_1	17	17
xnor2_1	9	9
ha_1	7	7
and3_1	2	2
and2_1	4	4
clkdlybuf4s50_1	0	12
dfxtp_1	28	28
xor2_1	10	10
o211ai_1	3	3
clkbuf_8	0	5
o2111ai_1	2	2
nand2_1	12	12
nand3_1	3	3
or3_1	2	2
nor2b_1	3	3
nor3b_1	2	2
a21oi_2	3	3
o21ai_0	3	3
nand2b_1	3	3
inv_1	13	13
nor2_1	13	13
a31oi_1	2	2
nand4_1	2	2
worst max-delay path by stage:
stage              end  slack [ns]
finish        RxD_idle        0.84
global route  RxD_idle        0.78
CTS           RxD_idle        0.82
per-stage QoR:
step                total power [mW]  hold WS [ns]
floorplan                      0.771         0.400
global placement               0.773         0.408
detailed placement             0.773         0.408
CTS                             1.37         0.427
global route                    1.40         0.444
finish                          1.35         0.430
where the power goes:
| part | internal (mW) | total (mW) | leakage (nW) | switching [mW] |
|---|---|---|---|---|
| sequential | 0.754 | 0.754 | 0.392 | 0 |
| combinational | 0.00145 | 0.00179 | 0.387 | 0.000344 |
| clock | 0.357 | 0.591 | 0.0663 | 0.235 |
sequential cells by signal (all words and copies together), names as in the netlist:
signal             cells
gap_count              5
RxD_data_ready         1
RxD_sync_inv           2
RxD_cnt_inv            2
state                  4
RxD_data               8
RxD_endofpacket        1
Baud8GeneratorAcc     17
bit_spacing            4
RxD_bit_inv            1
area by class of cell:
class | count | area (µm²)
inverter | 13 | 48.8
timing repair buffer | 13 | 128
multi-input combinational | 104 | 761
sequential | 45 | 1070
fill | 569 | 3760
tap | 75 | 93.8
clock inverter | 2 | 35.0
clock buffer | 6 | 93.8
logic make-up (layout without fill, tap and decap cells):
family / after synthesis / after routing / share of synthesized area
AND-OR/OR-AND: 23 / 23 / 0.103
XOR/XNOR: 19 / 19 / 0.0881
adder cells (fa/ha/maj): 7 / 7 / 0.0464
buffers and inverters: 15 / 34 / 0.0305
flip-flops: 45 / 45 / 0.567
AND/OR/NAND/NOR: 55 / 55 / 0.166
worst reg2reg max path: stages (launching register included):
cell	delay, ns
dfxtp_1	0.35
inv_1	0.07
ha_1	0.13
nand2_1	0.06
nor3b_1	0.22
and2_1	0.37
per-layer routing:
metal	track usage	routed length, µm	up-vias
met5	0	0	-
met4	0.0143	35	0
met3	0.0308	126	5
met2	0.124	1050	19
met1	0.132	1360	499
li1	-	-	603
Power and IR drop assume default switching activity.
