--- flow/run.sh ---
#!/bin/bash
# OpenROAD 26Q1-2900-gdf79404cd8, Yosys 0.63+post, stock flow scripts
make -C /OpenROAD-flow-scripts/flow DESIGN_CONFIG=/design/flow/config.mk WORK_HOME=/design/flow/orfs finish
--- flow/config.mk ---
export PLATFORM = sky130hd
export DESIGN_NAME = async_transmitter
export DESIGN_NICKNAME = async_transmitter
export VERILOG_FILES = /design/flow/design.v
export SDC_FILE = /design/flow/constraint.sdc
export NUM_CORES = 4
export LEC_CHECK = 1
export CORE_UTILIZATION = 30
--- flow/constraint.sdc ---
current_design async_transmitter

set clk_period 4.3
set clk_io_pct 0.2

create_clock -name clk0 -period $clk_period [get_ports {clk}]

set non_clock_inputs [all_inputs -no_clocks]
set_input_delay [expr $clk_period * $clk_io_pct] -clock clk0 $non_clock_inputs
set_output_delay [expr $clk_period * $clk_io_pct] -clock clk0 [all_outputs]
--- flow/design.v ---
module async_transmitter(clk, TxD_start, TxD_data, TxD, TxD_busy);
input clk, TxD_start;
input [7:0] TxD_data;
output TxD, TxD_busy;
parameter ClkFrequency = 20000000;	 
parameter Baud = 38400;
parameter RegisterInputData = 1;	 
parameter BaudGeneratorAccWidth = 16;
reg [BaudGeneratorAccWidth:0] BaudGeneratorAcc;
wire [BaudGeneratorAccWidth:0] BaudGeneratorInc = ((Baud<<(BaudGeneratorAccWidth-4))+(ClkFrequency>>5))/(ClkFrequency>>4);
wire BaudTick = BaudGeneratorAcc[BaudGeneratorAccWidth];
wire TxD_busy;
always @(posedge clk) if(TxD_busy) BaudGeneratorAcc <= BaudGeneratorAcc[BaudGeneratorAccWidth-1:0] + BaudGeneratorInc;
reg [3:0] state;
wire TxD_ready = (state==0);
assign TxD_busy = ~TxD_ready;
reg [7:0] TxD_dataReg;
always @(posedge clk) if(TxD_ready & TxD_start) TxD_dataReg <= TxD_data;
wire [7:0] TxD_dataD = RegisterInputData ? TxD_dataReg : TxD_data;
always @(posedge clk)
case(state)
	4'b0000: if(TxD_start) state <= 4'b0001;
	4'b0001: if(BaudTick) state <= 4'b0100;
	4'b0100: if(BaudTick) state <= 4'b1000;   
	4'b1000: if(BaudTick) state <= 4'b1001;   
	4'b1001: if(BaudTick) state <= 4'b1010;   
	4'b1010: if(BaudTick) state <= 4'b1011;   
	4'b1011: if(BaudTick) state <= 4'b1100;   
	4'b1100: if(BaudTick) state <= 4'b1101;   
	4'b1101: if(BaudTick) state <= 4'b1110;   
	4'b1110: if(BaudTick) state <= 4'b1111;   
	4'b1111: if(BaudTick) state <= 4'b0010;   
	4'b0010: if(BaudTick) state <= 4'b0011;   
	4'b0011: if(BaudTick) state <= 4'b0000;   
	default: if(BaudTick) state <= 4'b0000;
endcase
reg muxbit;
always @( * )
case(state[2:0])
	3'd0: muxbit <= TxD_dataD[0];
	3'd1: muxbit <= TxD_dataD[1];
	3'd2: muxbit <= TxD_dataD[2];
	3'd3: muxbit <= TxD_dataD[3];
	3'd4: muxbit <= TxD_dataD[4];
	3'd5: muxbit <= TxD_dataD[5];
	3'd6: muxbit <= TxD_dataD[6];
	3'd7: muxbit <= TxD_dataD[7];
endcase
reg TxD;
always @(posedge clk) TxD <= (state<4) | (state[3] & muxbit);   
endmodule
==> out/qor.log <==
INFO  logic_synthesis netlist_area=1330µm²
INFO  routing        detailedRoute.firstIterationViolations=49
INFO  sta            final.setup_skew=0.006159ns
INFO  power          leakage=0.0005930µW
INFO  logic_synthesis netlist_top_cells_area=sky130_fd_sc_hd__edfxtp_1 (63%), sky130_fd_sc_hd__xor2_1 (5.9%), sky130_fd_sc_hd__xnor2_1 (3.3%), sky130_fd_sc_hd__and3_1 (2.4%), sky130_fd_sc_hd__nand3_1 (1.9%)
INFO  cells_and_area comb_area=429.2µm²
INFO  global_route   grt_pass1_vias=765
INFO  power          internal_power=424.4µW
INFO  routing        routedWlPerCell=12.44µm
INFO  sta            finalSetupViolCount=0
INFO  cells_and_area finish.instance_area=1572µm²
INFO  sta            timing.fmax=339.7MHz
INFO  sta            timing_hold_violations_final=0
INFO  clock_network  post_cts.resized_instances=0
INFO  clock_network  cts.htree.levels=2
INFO  clock_network  clock_latency=0.27ns
INFO  place          hpwlAfterDp=1.386mm
INFO  worst_setup_path critPathKind=register to output pin
INFO  cells_and_area final_layout_size_suffix_gt1_share=12.28%
INFO  logic_synthesis number_of_distinct_library_cell_variants_in_the_gate_level_netlist_after_synthesis=30
INFO  sta            timing.final.max_slew_violations=0
INFO  global_route   grt_first_pass_wirelength=3.312mm
INFO  logic_synthesis async_reset_ff_share=0%
INFO  clock_network  clk_pin_slew_worst_paths=0.07ns
INFO  logic_synthesis post-synth-top-count-cell=sky130_fd_sc_hd__edfxtp_1
INFO  clock_network  tritoncts=built
INFO  floorplan      die_h=68.59µm
INFO  run_status     outcome=completed
INFO  power          seq_power_share=58.1%
INFO  routing        ant_nets=0
INFO  power          clock_share_of_power=40.4%
INFO  worst_setup_path cp_data_arrival_time=2.08ns
INFO  worst_setup_path cp.required=3.44ns
INFO  cells_and_area syn_to_final_growth=18.16%
INFO  sta            worst_slew_margin_rel=53.68%
INFO  routing        routed_wl=2.040mm
INFO  global_route   antenna_found_initial=0
INFO  logic_synthesis ys_area=1330µm²
INFO  routing        drt_pass1_iterations=4
INFO  logic_synthesis yosysWarnings=1
INFO  sta            fin_crit=2.944ns
INFO  logic_synthesis postSynthAreaPerCell=13.57µm²
INFO  logic_synthesis synth-main-ff-cell=sky130_fd_sc_hd__edfxtp_1
INFO  floorplan      placementRows=23
INFO  clock_network  cts_hold_buf=0
INFO  routing        route.detailed.drc=0
INFO  logic_synthesis yosysSeqAreaShare=64.72%
INFO  power          p_switching=102.5µW
INFO  clock_network  post_cts_buffers=0
INFO  min_path       holdCritPathClass=register to register
INFO  sta            rsz0062_at_grt=no
INFO  power          power-per-cell-area=335.3nW/µm²
INFO  floorplan      core-area=4115µm²
INFO  cells_and_area seqCellArea=860.8µm²
INFO  routing        via_count=781
INFO  worst_setup_path crit_chain=nor4_1 > inv_1 > clkdlybuf4s50_1
INFO  power          power.ir.vdd_worst=0.2114mV
INFO  worst_setup_path critical_path.startpoint_type=register
INFO  global_route   gr-total-overflow=0
INFO  logic_synthesis ys_seq_elements=29
INFO  place          buffer_ports.inserted=11
INFO  floorplan      die_width=68.59µm
INFO  floorplan      dieArea=4704µm²
INFO  clock_network  cts-buffers-inserted=5
INFO  floorplan      fp_util=32.32%
INFO  logic_synthesis enable_flop_cells=28
INFO  clock_network  clockBufferDepth=2
INFO  logic_synthesis synth_stat.cells=98
INFO  clock_network  clk_root_buffer_cell=sky130_fd_sc_hd__clkbuf_8
INFO  job            openroad.warnings=25
INFO  place          detailed_place.area=1485µm²
INFO  worst_setup_path worstSetupEndpointType=output pin
INFO  worst_setup_path path_buffers=2
INFO  worst_setup_path critical_path.max_fanout=18
INFO  power          share_comb_of_total_power=1.5%
INFO  logic_synthesis dominant_cell_type_by_area_after_synthesis=sky130_fd_sc_hd__edfxtp_1
INFO  sta            worstMarginPinSlew=0.6940ns
INFO  global_route   maximum_number_of_pins_on_one_net_before_global_route_repair=19
INFO  worst_setup_path worst_path_largest_cell_delay=0.53ns
INFO  place          gpl.final_weighted_congestion=0.8118
INFO  cells_and_area finish.cell_count_without_fillers=164
INFO  power          p_sw_share=19.46%
INFO  worst_setup_path cp_top_family=buffers and inverters
INFO  sta            finalSetupTns=0ns
INFO  job            maxCapViolCount=0
INFO  sta            post-route-period-util=68.46%
INFO  routing        detail_route.vias_per_cell=4.762
INFO  cells_and_area number_of_fill_cells=383
INFO  logic_synthesis postSynthCellCount=98
INFO  global_route   grt.total_usage=9.940%
INFO  place          placed_cells_incl_taps=156
INFO  clock_network  clock_sinks=29
INFO  logic_synthesis synth_top_area_share=63.22%
INFO  worst_setup_path critical_path.slowest_cell=sky130_fd_sc_hd__edfxtp_1
INFO  floorplan      pin_count=12
INFO  sta            whs=0.5976ns
INFO  logic_synthesis ys_top_cells_by_count=sky130_fd_sc_hd__edfxtp_1 (28), sky130_fd_sc_hd__xor2_1 (9), sky130_fd_sc_hd__inv_1 (6)
INFO  routing        antenna_cells=0
INFO  power          total_power=526.9µW
[metrics by stage]
stage          util, %  worst slack, ns
2_1_floorplan        -            2.363
3_3_place_gp     36.09            1.637
3_5_place_dp     36.09            1.634
4_1_cts          38.19            1.325
5_1_grt          38.19            1.185
6_report         38.19            1.356
[state kept, by name, indices dropped and copies added (netlist names)]
name              flops
TxD                   1
BaudGeneratorAcc     16
state                 4
TxD_dataReg           8
[power groups by stage]
stage	clock network, µW	registers, µW	logic (µW)
final	213	306	8.05
after global routing	231	306	8.52
after CTS	222	306	8.12
[routing by layer]
metal | up-vias | track usage (%) | wire [µm]
met5 | - | 0 | 0
met4 | 0 | 1.563 | 10
met3 | 2 | 3.167 | 119
met2 | 18 | 14.58 | 903
met1 | 380 | 15.33 | 1006
li1 | 381 | - | -
[placed cells by master, fill, tap and decap left out, types with 2 or more instances in the layout]
| master | Yosys | layout |
|---|---|---|
| sky130_fd_sc_hd__edfxtp_1 | 28 | 28 |
| sky130_fd_sc_hd__clkdlybuf4s50_1 | 0 | 11 |
| sky130_fd_sc_hd__xor2_1 | 9 | 9 |
| sky130_fd_sc_hd__inv_1 | 6 | 6 |
| sky130_fd_sc_hd__and3_1 | 5 | 5 |
| sky130_fd_sc_hd__nand3_1 | 5 | 5 |
| sky130_fd_sc_hd__nand2_1 | 5 | 5 |
| sky130_fd_sc_hd__xnor2_1 | 5 | 5 |
| sky130_fd_sc_hd__o21ai_0 | 5 | 5 |
| sky130_fd_sc_hd__clkbuf_8 | 0 | 5 |
| sky130_fd_sc_hd__nor2_1 | 4 | 4 |
| sky130_fd_sc_hd__and2_1 | 2 | 2 |
| sky130_fd_sc_hd__nor3_1 | 2 | 2 |
| sky130_fd_sc_hd__a21oi_1 | 2 | 2 |
| sky130_fd_sc_hd__nor3b_1 | 2 | 2 |
| sky130_fd_sc_hd__clkinv_2 | 0 | 2 |
[cell type report]
cell class | instances | share of cell area [%]
well taps | 50 | 3.981
flip-flops and latches | 29 | 54.78
inverters | 6 | 1.433
clock inverters | 3 | 1.115
repair buffers | 11 | 7.006
clock buffers | 5 | 4.379
multi-input cells | 60 | 27.31
[cell families (layout without fill, tap and decap cells)]
kind of cell	Yosys count	after routing	synth area share, %
compound gates	10	10	4.516
xor+xnor	14	14	9.219
fa+ha+maj	1	1	0.9406
buf+inv	9	25	3.010
flops	29	29	64.72
mux	2	2	2.446
simple gates	33	33	15.15
[worst paths after layout]
check / endpoint / slack [ns] / start / cells past startpoint
worst max-delay path: TxD_busy / 1.36 / state[0]$_DFFE_PP_ / 3
worst min-delay path: BaudGeneratorAcc[15]$_DFFE_PP_ / 0.60 / BaudGeneratorAcc[15]$_DFFE_PP_ / 1
worst max register to register: state[3]$_DFFE_PP_ / 2.42 / state[0]$_DFFE_PP_ / 3
worst min register to register: BaudGeneratorAcc[15]$_DFFE_PP_ / 0.60 / BaudGeneratorAcc[15]$_DFFE_PP_ / 1
Power figures rest on the tool's default switching activity, not on a simulated workload.
